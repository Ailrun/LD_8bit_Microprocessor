--- flow/config.mk ---
export PLATFORM = sky130hd
export DESIGN_NAME = CLA_4bit
export DESIGN_NICKNAME = CLA_4bit
export VERILOG_FILES = /design/flow/design.v
export SDC_FILE = /design/flow/constraint.sdc
export NUM_CORES = 4
export LEC_CHECK = 1
export CORE_AREA = 10 10 70 70
export DIE_AREA = 0 0 80 80
--- flow/constraint.sdc ---
current_design CLA_4bit

set clk_period 1.7
set clk_io_pct 0.2

create_clock -name clk0 -period $clk_period

set non_clock_inputs [all_inputs -no_clocks]
set_input_delay [expr $clk_period * $clk_io_pct] -clock clk0 $non_clock_inputs
set_output_delay [expr $clk_period * $clk_io_pct] -clock clk0 [all_outputs]
--- flow/design.v ---
`timescale 1ns / 1ps
module CLA_8bit
  (
   input [7:0]  A,
   input [7:0]  B,
   input        Ci,
   output [7:0] S,
   output       Co,
   output       OF,
   output       PG,
   output       GG
   );
   wire [3:0]   P,G;
   wire [3:1]   C;
   CLA_2bit cla2_0(.A(A[1:0]), .B(B[1:0]), .Ci(Ci), .S(S[1:0]),
                   .PG(P[0]), .GG(G[0]));
   CLA_2bit cla2_1(.A(A[3:2]), .B(B[3:2]), .Ci(C[1]), .S(S[3:2]),
                   .PG(P[1]), .GG(G[1]));
   CLA_2bit cla2_2(.A(A[5:4]), .B(B[5:4]), .Ci(C[2]), .S(S[5:4]),
                   .PG(P[2]), .GG(G[2]));
   CLA_2bit cla2_3(.A(A[7:6]), .B(B[7:6]), .Ci(C[3]), .S(S[7:6]),
                   .PG(P[3]), .GG(G[3]), .OF(OF));
   CLU_4bit clu4_0(.P(P), .G(G), .Ci(Ci), .Co({Co, C}), .PG(PG), .GG(GG));
endmodule  
module CLA_4bit
  (
   input [3:0]  A,
   input [3:0]  B,
   input        Ci,
   output [3:0] S,
   output       Co,
   output       OF,
   output       PG,
   output       GG
   );
   wire [3:0]   P,G;
   wire [3:1]   C;
   FAdd fa0(.A(A[0]), .B(B[0]), .Ci(Ci), .P(P[0]), .G(G[0]), .S(S[0]));
   FAdd fa1(.A(A[1]), .B(B[1]), .Ci(C[1]), .P(P[1]), .G(G[1]), .S(S[1]));
   FAdd fa2(.A(A[2]), .B(B[2]), .Ci(C[2]), .P(P[2]), .G(G[2]), .S(S[2]));
   FAdd fa3(.A(A[3]), .B(B[3]), .Ci(C[3]), .P(P[3]), .G(G[3]), .S(S[3]));
   CLU_4bit clu4(.P(P), .G(G), .Ci(Ci), .Co({Co,C}));
   xnor xnOF(OF, Co, C[3]);
endmodule  
module CLA_2bit
  (
   input [1:0]  A,
   input [1:0]  B,
   input        Ci,
   output [1:0] S,
   output       Co,
   output       OF,
   output       PG,
   output       GG
   );
   wire [1:0]   P, G;
   wire         C;
   FAdd fa0(.A(A[0]), .B(B[0]), .Ci(Ci), .P(P[0]), .G(G[0]), .S(S[0]));
   FAdd fa1(.A(A[1]), .B(B[1]), .Ci(C), .P(P[1]), .G(G[1]), .S(S[1]));
   CLU_2bit clu2(.P(P), .G(G), .Ci(Ci), .Co({Co, C}), .PG(PG), .GG(GG));
   xnor xnOF(OF, Co, C);
endmodule
module FAdd
  (
   input  A,
   input  B,
   input  Ci,
   output P,
   output G,
   output S,
   output Co
   );
   or oP0(P, A, B);
   and aG0(G, A, B);
   xor xS0(WS0, A, B);
   xor xS1(S, WS0, Ci);
   and aC0(WC0, A, B);
   and aC1(WC1, WS0, Ci);
   or oC0(Co, WC1, WC0);
endmodule
module CLU_4bit
  (
   input [3:0]  P,
   input [3:0]  G,
   input        Ci,
   output [4:1] Co,
   output       PG,
   output       GG
   );
   and a00(W00, P[0], Ci);
   or o00(Co[1], W00, G[0]);
   and a10(W10, P[1], P[0], Ci);
   and a11(W11, P[1], G[0]);
   or o10(Co[2], W11, W10, G[1]);
   and a20(W20, P[2], P[1], P[0], Ci);
   and a21(W21, P[2], P[1], G[0]);
   and a22(W22, P[2], G[1]);
   or o20(Co[3], W22, W21, W20, G[2]);
   and a30(W30, P[3], P[2], P[1], P[0], Ci);
   and a31(W31, P[3], P[2], P[1], G[0]);
   and a32(W32, P[3], P[2], P[1]);
   and a33(W33, P[3], G[2]);
   or o30(Co[4], W33, W32, W31, W30, G[3]);
   and aPG0(PG, P[3], P[2], P[1], P[0]);
   or oGG0(GG, W33, W32, W31, G[3]);
endmodule  
module CLU_2bit
  (
   input [1:0]  P,
   input [1:0]  G,
   input        Ci,
   output [2:1] Co,
   output       PG,
   output       GG
   );
   and a00(W00, P[0], Ci);
   or o00(Co[1], W00, G[0]);
   and a10(W10, P[1], P[0], Ci);
   and a11(W11, P[1], G[0]);
   or o10(Co[2], W11, W10, G[1]);
   and aPG0(PG, P[1], P[0]);
   or oGG0(GG, W11, G[1]);
endmodule  
--- flow/run.sh ---
#!/bin/bash
# OpenROAD 26Q1-2900-gdf79404cd8, Yosys 0.63+post, stock flow scripts
make -C /OpenROAD-flow-scripts/flow DESIGN_CONFIG=/design/flow/config.mk WORK_HOME=/design/flow/orfs finish
==> results.sh <==
# flow metrics
export IMPL_die_area_mm2=0.00640
export IMPL_core_rowCount=21
export IMPL_power_frac_comb_pct=100.0
export IMPL_drc=0
export IMPL_top_logic_kind="adder cells"
export IMPL_final_seq_area_um2=0
export IMPL_grt_max_degree=4
export IMPL_clkbuf_count=0
export IMPL_grt_pass1_vias=325
export IMPL_port_buffers=15
export IMPL_setup_slack_ns=0.0574
export IMPL_ir_drop_mv=0.0438
export IMPL_grt_overflow=0
export IMPL_cp_common_cell="buf_6"
export IMPL_p_clk_share_pct=0
export IMPL_die_h_um=80
export IMPL_cp_required_ns=1.36
export IMPL_synthSimpleGateAreaFrac_pct=2.49
export IMPL_synth_cell_types=14
export IMPL_switching_share_pct=38.5
export IMPL_lay_top_cells="6 x buf_6, 5 x inv_1, 5 x ha_4, 5 x buf_4, 4 x inv_4"
export IMPL_via_per_inst=2.62
export IMPL_fp_util_pct=8.83
export IMPL_drive_gt1_share_pct=69.6
export IMPL_ys_seq_share_pct=0
export IMPL_drv_slew=0
export IMPL_powerDensity_mw_per_mm2=250
export IMPL_cts_hold_buf=0
export IMPL_syn_inst=39
export IMPL_grt_use_total_pct=2.54
export IMPL_grt_pass1_wl_mm=1.37
export IMPL_period_used_pct=96.6
export IMPL_fillers=378
export IMPL_ios=17
export IMPL_drt_initial_drc_count=1
export IMPL_setup_viol=0
export IMPL_ff_count=0
export IMPL_gp_congestion=0.652
export IMPL_ys_cells=39
export IMPL_warning_count=38
export IMPL_cpPeakStageDelay_ns=0.15
export IMPL_layout_top_cell="buf_6"
export IMPL_hold_viol_final=0
export IMPL_fin_crit_ns=1.64
export IMPL_internal_power_w=0.0000979
export IMPL_status="finished, final reports clean"
export IMPL_place_area_um2=490
export IMPL_power_switching_w=0.0000612
export IMPL_crit_path_start_kind="input port"
export IMPL_seq_power_share_pct=0
export IMPL_ys_sh_mux_pct=0
export IMPL_finalInstanceArea_um2=636
export IMPL_diodes=0
export IMPL_vias=267
export IMPL_logic_area_um2=325
export IMPL_areaGrowthSynthToFinish_pct=111
export IMPL_min_path_type="input port to output pin"
export IMPL_place_ws_ns=-0.785
export IMPL_yosysChipArea_um2=302
export IMPL_postLayoutCoreUtil_pct=18.6
export IMPL_slowest_stage="ha_4"
export IMPL_antenna_found_initial=0
export IMPL_max_freq_mhz=609
export IMPL_netlist_area_um2=302
export IMPL_postRouteAntennaNets=0
export IMPL_worstPathCellList="buf_6, buf_6, ha_4, a21oi_4, o31ai_4, buf_4, xor2_1, buf_2"
export IMPL_ys_warn_count=15
export IMPL_setup_tns_ns=0
export IMPL_setup_worst_path_class="input port to output pin"
export IMPL_coreArea_mm2=0.00342
export IMPL_syn_area_per_cell_um2=7.73
export IMPL_hpwlAfterDp_um=658
export IMPL_path_max_fanout=2
export IMPL_max_cap_violations=0
export IMPL_rsz0062_at_grt="yes"
export IMPL_die_w_um=80
export IMPL_arrival_ns=1.30
export IMPL_drt_wl_total_um=798
export IMPL_post_drt_wl_per_cell_um=7.82
export IMPL_dr_pass1_iters=2
export IMPL_power_leakage_nw=0.289
export IMPL_synthAdderAreaFrac_pct=39.8
export IMPL_ys_sh_aoi_pct=14.9
export IMPL_end_kind="output pin"
export IMPL_synth_xor_area_share_pct=11.6
==> through the flow <==
step	instances	total power (W)	hold WS (ns)
2_1_floorplan	40	0.0000718	0.883
3_3_place_gp	98	0.000132	1.75
3_5_place_dp	98	0.000133	1.77
4_1_cts	103	0.000161	1.20
5_1_grt	102	0.000179	1.12
6_report	102	0.000159	1.09
==> metal layers <==
layer,up-vias,share of wire (%),global-route usage [%],wire length (µm)
met5,-,0,0,0
met4,0,0,0,0
met3,0,13,1.14,106
met2,10,46,4.65,364
met1,118,41,2.78,327
li1,139,-,-,-
==> synthesized netlist by cell type <==
cell	n	area (µm²)
conb_1	1	3.75
fa_1	1	20.0
inv_1	11	41.3
clkinv_1	1	3.75
nor2_1	2	7.51
o21bai_2	1	11.3
ha_1	8	100
xor2_1	2	17.5
buf_4	6	45.0
xnor2_1	2	17.5
o21bai_1	1	7.51
a21oi_2	1	8.76
o31ai_2	1	12.5
a21oi_1	1	5.00
==> worst max-delay path: cells and delay by family <==
family | cells | cell delay, ns
AND-OR/OR-AND | 2 | 0.23
XOR/XNOR | 1 | 0.14
adder cells (fa/ha/maj) | 1 | 0.15
buffers and inverters | 4 | 0.44
==> what timing repair did <==
action / 4_1_cts / 5_1_grt
endpoints found under the setup margin: 6 / 5
pin swaps: 12 / 11
gates resized: 73 / 14
cloned: 0 / 0
setup buffers: 5 / 0
==> kinds of logic after synthesis <==
| family | after synthesis |
|---|---|
| buffers and inverters | 18 |
| adders and majority gates | 9 |
| other | 1 |
| AOI/OAI and AO/OA | 5 |
| and+or+nand+nor | 2 |
| xor gates and xnor gates | 4 |
==> power by group through the flow <==
stage / combinational, W / sequential (W) / clock, W
4_1_cts: 0.000161 / 0 / 0
5_1_grt: 0.000179 / 0 / 0
6_report: 0.000159 / 0 / 0
==> area by class of cell <==
class / instances / share of cell area [%]
Inverter: 12 / 8.66
Multi-Input combinational cell: 22 / 51.2
Timing Repair Buffer: 22 / 31.1
Tap cell: 46 / 9.06
==> worst paths after layout <==
kind | start | end | slack, ns | depth (start not counted)
worst max-delay path | A[1] | S[3] | 0.06 | 8
worst min-delay path | B[2] | S[2] | 1.09 | 5
Power and IR drop assume default switching activity.
